File: config.mk
export PLATFORM = sky130hd
export DESIGN_NAME = mac
export DESIGN_NICKNAME = mac
export VERILOG_FILES = /design/flow/design.v
export SDC_FILE = /design/flow/constraint.sdc
export NUM_CORES = 4
export LEC_CHECK = 1
export CORE_UTILIZATION = 50
File: constraint.sdc
current_design mac

set clk_period 62.5
set clk_io_pct 0.2

create_clock -name clk0 -period $clk_period [get_ports {CLK}]

set non_clock_inputs [all_inputs -no_clocks]
set_input_delay [expr $clk_period * $clk_io_pct] -clock clk0 $non_clock_inputs
set_output_delay [expr $clk_period * $clk_io_pct] -clock clk0 [all_outputs]
File: design.v
module mac(In1, In2 , MacOut , CLK , rst);
    input [31:0] In1,In2;					 
    output [31:0] MacOut;					 
    input CLK,rst;						 
    reg [31:0] In1_reg     = 32'b0;				 
    reg [31:0] In2_reg     = 32'b0;				 
    reg [31:0] accumulator = 32'b0;				 
    wire [31:0] mult_Out;
    wire [31:0] add_Out;
    wire [31:0] Out;
    Multiplier M1(In1_reg,In2_reg,mult_Out);
    float_add F1(mult_Out,MacOut,add_Out);
    assign MacOut = accumulator;
    always @(posedge CLK)
    begin
        if(~rst)
            begin
                In1_reg <= 0;
                In2_reg <= 0;
                accumulator<=0;
            end
        else
            begin
                In1_reg <= In1;
                In2_reg <= In2;
                accumulator<=add_Out;
        end
    end
endmodule
module Multiplier(A,B,C);
    input [31:0] A,B;					 
    output [31:0] C;					 
    wire [47:0] X;					
    wire [7:0] X_s;
    wire [7:0] exponent_out;
    wire [1:0] dummy_carry;
    wire zeroCheck;
    assign C[31] = A[31]^B[31];
    TreeMultiplier U1(A[22:0],B[22:0],X) ;
    assign comp_out = (X[47]==1'b1) ? 1'b1 : 1'b0 ;
    Mux um1(X[45:23],X[46:24],X[47],C[22:0]);
    ripple_carry_adder_8bit ua1(A[30:23],B[30:23],1'b0,X_s,dummy_carry[0]);
    ripple_carry_adder_8bit ua2(X_s,8'b10000001,X[47],exponent_out,dummy_carry[1]);
    Mux8bit um2(8'b0,exponent_out,zeroCheck,C[30:23]);
    zeroDetect Uz1 (A[30:23],B[30:23],zeroCheck);   
endmodule
module float_add (
    input  [31:0] a,      
    input  [31:0] b,       
    output [31:0] result 
);
    wire sign_a = a[31];
    wire [7:0] exp_a = a[30:23];
    wire [23:0] mant_a = {1'b1, a[22:0]};  
    wire sign_b = b[31];
    wire [7:0] exp_b = b[30:23];
    wire [23:0] mant_b = {1'b1, b[22:0]};  
    wire [7:0] exp_diff;
    wire [23:0] mant_a_shifted, mant_b_shifted;
    wire [7:0] exp_large;
    wire sign_large;
    assign exp_diff = (exp_a > exp_b) ? (exp_a - exp_b) : (exp_b - exp_a);
    assign exp_large = (exp_a > exp_b) ? exp_a : exp_b;
    assign sign_large = (exp_a > exp_b) ? sign_a : sign_b;
    assign mant_a_shifted = (exp_a > exp_b) ? mant_a : (mant_a >> exp_diff);
    assign mant_b_shifted = (exp_b > exp_a) ? mant_b : (mant_b >> exp_diff);
    wire [24:0] mantissa_sum;
    wire [24:0] mantissa_diff;
    wire [24:0] mantissa_result;
    assign mantissa_sum = (sign_a == sign_b) ? (mant_a_shifted + mant_b_shifted) : 25'b0;
    assign mantissa_diff = (sign_a != sign_b) ? 
        ((mant_a_shifted > mant_b_shifted) ? (mant_a_shifted - mant_b_shifted) : (mant_b_shifted - mant_a_shifted)) : 25'b0;
    assign mantissa_result = (sign_a == sign_b) ? mantissa_sum : mantissa_diff;
    wire [24:0] normalized_mantissa;
    wire [7:0] normalized_exponent;
    wire normalized_sign;
    assign normalized_mantissa = (mantissa_result[24]) ? mantissa_result >> 1 : mantissa_result;
    assign normalized_exponent = (mantissa_result[24]) ? exp_large + 1 : exp_large;
    wire [24:0] final_mantissa;
    wire [7:0] final_exponent;
    assign final_mantissa = (normalized_mantissa[23]) ? normalized_mantissa : normalized_mantissa << 1;
    assign final_exponent = (normalized_mantissa[23]) ? normalized_exponent : normalized_exponent - 1;
    assign normalized_sign = (sign_a == sign_b) ? sign_a : (mant_a_shifted > mant_b_shifted ? sign_a : sign_b);
    assign result = {normalized_sign, final_exponent, final_mantissa[22:0]};
endmodule
module zeroDetect(A1,B1,status);
    input [7:0] A1,B1;				 
    output status;				 
    wire [13:0] temp;
    assign temp[0] = A1[0] | B1[0];
    assign temp[1] = A1[1] | B1[1];
    assign temp[2] = A1[2] | B1[2];
    assign temp[3] = A1[3] | B1[3];
    assign temp[4] = A1[4] | B1[4];
    assign temp[5] = A1[5] | B1[5];
    assign temp[6] = A1[6] | B1[6];
    assign temp[7] = A1[7] | B1[7];
    assign temp[8] = temp[0] | temp[1];
    assign temp[9] = temp[2] | temp[3];
    assign temp[10] = temp[4] | temp[5];
    assign temp[11] = temp[6] | temp[7];
    assign temp[12] = temp[8] | temp[9];
    assign temp[13] = temp[10] | temp[11];
    assign status = temp[12] | temp[13];
endmodule
module ripple_carry_adder_8bit (
    input [7:0] A,    
    input [7:0] B,    
    input Cin,        
    output [7:0] Sum,  
    output Cout       
);
    wire [7:0] carry;  
    full_adder fa0 (A[0], B[0], Cin,   Sum[0], carry[0]);
    full_adder fa1 (A[1], B[1], carry[0], Sum[1], carry[1]);
    full_adder fa2 (A[2], B[2], carry[1], Sum[2], carry[2]);
    full_adder fa3 (A[3], B[3], carry[2], Sum[3], carry[3]);
    full_adder fa4 (A[4], B[4], carry[3], Sum[4], carry[4]);
    full_adder fa5 (A[5], B[5], carry[4], Sum[5], carry[5]);
    full_adder fa6 (A[6], B[6], carry[5], Sum[6], carry[6]);
    full_adder fa7 (A[7], B[7], carry[6], Sum[7], Cout);
endmodule
module full_adder (
    input a,          
    input b,          
    input cin,        
    output sum,       
    output cout       
);
    assign sum = a ^ b ^ cin;        
    assign cout = (a & b) | (b & cin) | (a & cin);  
endmodule
module TreeMultiplier(A,B,D);
    	input [22:0] A, B;				 
    	output [47:0] D;				 
    	wire [23:0] A_m ; 
    	wire [23:0] B_m;
    	wire [47:0] S_m  [11:0];
    	wire [47:0] Q_m  [5:0];
    	wire [47:0] Qn_m [2:0];
    	wire [47:0] U ;
    	wire [47:0] D ;
    	wire [47:0] AB_m [23:0];
    	assign A_m = {1'b1,A};
    	assign B_m = {1'b1,B};
        assign AB_m[0]= (B_m[0]==1'b1) ? ({24'b0,A_m}) : {48'b0} ;
        assign AB_m[1]= (B_m[1]==1'b1) ? ({23'b0,A_m,1'b0}) : {48'b0} ;
        assign AB_m[2]= (B_m[2]==1'b1) ? ({22'b0,A_m,2'b0}) : {48'b0} ;
        assign AB_m[3]= (B_m[3]==1'b1) ? ({21'b0,A_m,3'b0}) : {48'b0} ;
        assign AB_m[4]= (B_m[4]==1'b1) ? ({20'b0,A_m,4'b0}) : {48'b0} ;
        assign AB_m[5]= (B_m[5]==1'b1) ? ({19'b0,A_m,5'b0}) : {48'b0} ;
        assign AB_m[6]= (B_m[6]==1'b1) ? ({18'b0,A_m,6'b0}) : {48'b0} ;
        assign AB_m[7]= (B_m[7]==1'b1) ? ({17'b0,A_m,7'b0}) : {48'b0} ;
        assign AB_m[8]= (B_m[8]==1'b1) ? ({16'b0,A_m,8'b0}) : {48'b0} ;
        assign AB_m[9]= (B_m[9]==1'b1) ? ({15'b0,A_m,9'b0}) : {48'b0} ;
        assign AB_m[10]= (B_m[10]==1'b1) ? ({14'b0,A_m,10'b0}) : {48'b0} ;
        assign AB_m[11]= (B_m[11]==1'b1) ? ({13'b0,A_m,11'b0}) : {48'b0} ;
        assign AB_m[12]= (B_m[12]==1'b1) ? ({12'b0,A_m,12'b0}) : {48'b0} ;
        assign AB_m[13]= (B_m[13]==1'b1) ? ({11'b0,A_m,13'b0}) : {48'b0} ;
        assign AB_m[14]= (B_m[14]==1'b1) ? ({10'b0,A_m,14'b0}) : {48'b0} ;
        assign AB_m[15]= (B_m[15]==1'b1) ? ({9'b0,A_m,15'b0})  : {48'b0} ;
        assign AB_m[16]= (B_m[16]==1'b1) ? ({8'b0,A_m,16'b0})  : {48'b0} ;
        assign AB_m[17]= (B_m[17]==1'b1) ? ({7'b0,A_m,17'b0})  : {48'b0} ;
        assign AB_m[18]= (B_m[18]==1'b1) ? ({6'b0,A_m,18'b0})  : {48'b0} ;
        assign AB_m[19]= (B_m[19]==1'b1) ? ({5'b0,A_m,19'b0})  : {48'b0} ;
        assign AB_m[20]= (B_m[20]==1'b1) ? ({4'b0,A_m,20'b0})  : {48'b0} ;
        assign AB_m[21]= (B_m[21]==1'b1) ? ({3'b0,A_m,21'b0})  : {48'b0} ;
        assign AB_m[22]= (B_m[22]==1'b1) ? ({2'b0,A_m,22'b0})  : {48'b0} ;
        assign AB_m[23]= (B_m[23]==1'b1) ? ({1'b0,A_m,23'b0})  : {48'b0} ;
        customAdder U1(AB_m[0],AB_m[1],S_m[0]);
        customAdder U2(AB_m[2],AB_m[3],S_m[1]);
        customAdder U3(AB_m[4],AB_m[5],S_m[2]);
        customAdder U4(AB_m[6],AB_m[7],S_m[3]);
        customAdder U5(AB_m[8],AB_m[9],S_m[4]);
        customAdder U6(AB_m[10],AB_m[11],S_m[5]);
        customAdder U7(AB_m[12],AB_m[13],S_m[6]);
        customAdder U8(AB_m[14],AB_m[15],S_m[7]);
        customAdder U9(AB_m[16],AB_m[17],S_m[8]);
        customAdder U10(AB_m[18],AB_m[19],S_m[9]);
        customAdder U11(AB_m[20],AB_m[21],S_m[10]);
        customAdder U12(AB_m[22],AB_m[23],S_m[11]);
        customAdder U13(S_m[0],S_m[1],Q_m[0]);
        customAdder U14(S_m[2],S_m[3],Q_m[1]);
        customAdder U15(S_m[4],S_m[5],Q_m[2]);
        customAdder U16(S_m[6],S_m[7],Q_m[3]);
        customAdder U17(S_m[8],S_m[9],Q_m[4]);
        customAdder U18(S_m[10],S_m[11],Q_m[5]);
        customAdder U19(Q_m[0],Q_m[1],Qn_m[0]);
        customAdder U20(Q_m[2],Q_m[3],Qn_m[1]);
        customAdder U21(Q_m[4],Q_m[5],Qn_m[2]);
        customAdder U22(Qn_m[0],Qn_m[1],U);
        customAdder U23(U,Qn_m[2],D);
endmodule
module customAdder(A_ca,B_ca,Sum_ca);
    input [47:0] A_ca;					 
    input [47:0] B_ca;					 
    output [47:0] Sum_ca;				 
    wire [2:0] carry_temp;				
    BkAdder16 u1(A_ca[15:0],B_ca[15:0],1'b0,Sum_ca[15:0],carry_temp[0]);
    BkAdder16 u2(A_ca[31:16],B_ca[31:16],carry_temp[0],Sum_ca[31:16],carry_temp[1]);
    BkAdder16 u3(A_ca[47:32],B_ca[47:32],carry_temp[1],Sum_ca[47:32],carry_temp[2]);
endmodule
module BkAdder16(A_in,B_in,Carry_in,Sum_out,Carry_out);
    input wire [15:0] A_in,B_in;
    input wire Carry_in;
    output wire [15:0]Sum_out;
    output wire Carry_out;
    wire [15:0] Prop,Gen;                    
    wire[15:0] Carry_inter;                  
    wire [14:0] Prop_inter;                 
    wire [14:0] Gen_inter;
    PgGenerationBlock instance1(A_in,B_in,Prop,Gen);   
    GroupGPBlock instance1_0(Gen[1],Prop[1],Gen[0],Prop[0],Prop_inter[0],Gen_inter[0]); 
    GroupGPBlock instance3_2(Gen[3],Prop[3],Gen[2],Prop[2],Prop_inter[1],Gen_inter[1]);
    GroupGPBlock instance5_4(Gen[5],Prop[5],Gen[4],Prop[4],Prop_inter[2],Gen_inter[2]);
    GroupGPBlock instance7_6(Gen[7],Prop[7],Gen[6],Prop[6],Prop_inter[3],Gen_inter[3]);
    GroupGPBlock instance9_8(Gen[9],Prop[9],Gen[8],Prop[8],Prop_inter[4],Gen_inter[4]);
    GroupGPBlock instance11_10(Gen[11],Prop[11],Gen[10],Prop[10],Prop_inter[5],Gen_inter[5]);
    GroupGPBlock instance13_12(Gen[13],Prop[13],Gen[12],Prop[12],Prop_inter[6],Gen_inter[6]);
    GroupGPBlock instance15_14(Gen[15],Prop[15],Gen[14],Prop[14],Prop_inter[7],Gen_inter[7]);
    GroupGPBlock instance3_0(Gen_inter[1],Prop_inter[1],Gen_inter[0],Prop_inter[0],Prop_inter[8],Gen_inter[8]);
    GroupGPBlock instance7_4(Gen_inter[3],Prop_inter[3],Gen_inter[2],Prop_inter[2],Prop_inter[9],Gen_inter[9]);
    GroupGPBlock instance11_8(Gen_inter[5],Prop_inter[5],Gen_inter[4],Prop_inter[4],Prop_inter[10],Gen_inter[10]);
    GroupGPBlock instance15_12(Gen_inter[7],Prop_inter[7],Gen_inter[6],Prop_inter[6],Prop_inter[11],Gen_inter[11]);
    GroupGPBlock instance7_0(Gen_inter[9],Prop_inter[9],Gen_inter[8],Prop_inter[8],Prop_inter[12],Gen_inter[12]);
    GroupGPBlock instance15_8(Gen_inter[11],Prop_inter[11],Gen_inter[10],Prop_inter[10],Prop_inter[13],Gen_inter[13]);
    GroupGPBlock instance15_0(Gen_inter[13],Prop_inter[13],Gen_inter[12],Prop_inter[12],Prop_inter[14],Gen_inter[14]);
    assign Carry_inter[0]=Gen[0]|(Prop[0]&Carry_in);
    assign Carry_inter[1]=Gen_inter[0]|(Prop_inter[0]&Carry_in);
    assign Carry_inter[2]=Gen[2]|(Prop[2]&Carry_inter[1]);
    assign Carry_inter[3]=Gen_inter[8]|(Prop_inter[8]&Carry_in);
    assign Carry_inter[4]=Gen[4]|(Prop[4]&Carry_inter[3]);
    assign Carry_inter[5]=Gen[5]|(Prop[5]&Carry_inter[4]);
    assign Carry_inter[6]=Gen[6]|(Prop[6]&Carry_inter[5]);
    assign Carry_inter[7]=Gen_inter[12]|(Prop_inter[12]&Carry_in);
    assign Carry_inter[8]=Gen[8]|(Prop[8]&Carry_inter[7]);
    assign Carry_inter[9]=Gen[9]|(Prop[9]&Carry_inter[8]);
    assign Carry_inter[10]=Gen[10]|(Prop[10]&Carry_inter[9]);
    assign Carry_inter[11]=Gen[11]|(Prop[11]&Carry_inter[10]);
    assign Carry_inter[12]=Gen[12]|(Prop[12]&Carry_inter[11]);
    assign Carry_inter[13]=Gen[13]|(Prop[13]&Carry_inter[12]);
    assign Carry_inter[14]=Gen[14]|(Prop[14]&Carry_inter[13]);
    assign Carry_inter[15]=Gen_inter[14]|(Prop_inter[14]&Carry_in);
    wire [15:0] Carry_Vector={Carry_inter[14:0],Carry_in};
    assign Carry_out = Carry_inter[15];
    assign Sum_out = Prop ^ Carry_Vector;
endmodule
module GroupGPBlock(Gen_H,Prop_H,Gen_L,Prop_L,G_Prop,G_Gen);
    input wire Gen_H,Gen_L,Prop_H,Prop_L;
    output wire G_Gen,G_Prop;
    assign G_Gen = Gen_H |(Prop_H&Gen_L);
    assign G_Prop = Prop_H&Prop_L;
endmodule
module PgGenerationBlock(A,B,P,G);
    input wire [15:0] A,B;
    output [15:0] P,G;
    assign P = A^B;
    assign G = A&B;
endmodule
module Mux(a,b,sel,y);
    input [22:0] a;
    input [22:0] b;
    input sel;
    output [22:0] y;
    assign y = (sel==1'b0)?a:b;
endmodule
module Mux8bit(a,b,sel,y);
    input [7:0] a;
    input [7:0] b;
    input sel;
    output [7:0] y;
    assign y = (sel==1'b0)?a:b;
endmodule
File: run.sh
#!/bin/bash
# OpenROAD 26Q1-2900-gdf79404cd8, Yosys 0.63+post, stock flow scripts
make -C /OpenROAD-flow-scripts/flow DESIGN_CONFIG=/design/flow/config.mk WORK_HOME=/design/flow/orfs finish
==> impl_metrics.yaml <==
# flow metrics
placement:
  place_congestion: 1.02
  hpwl_um: 92900
  placed_cell_area_sq_um: 39000
  portBuffers: 97
  place_ws_ns: 36.00
floorplanning:
  rows: 99
  dieWidth_um: 274
  floorplan.core_util_pct: 50.6
  dieHeight_um: 274
  core_sq_um: 73100
  fp.dieArea_sq_um: 75100
  ios: 98
yosys:
  ff_type: "dfxtp_1"
  syn_inst: 4609
  synth_flops: 96
  synth-edff-count: 0
  ys_cells: 4609
  async_flop_share_pct: 0
  ys_seq_share_pct: 5.20
  synth_cell_types: 99
  netlist_area_sq_um: 37000
  ys_warn_count: 3
  yosysChipArea_sq_um: 37000
  syn_area_per_cell_sq_um: 8.02
cts:
  clock_sinks: 96
  cts_resized: 0
  numCtsBuffers: 9
  cts_tree: "done"
  cts_setup_buffers: 0
  clkTransAtPathRegs_ns: 0.09
  ctsRootBufferMaster: "clkbuf_16"
  ctsHoldBuffers: 0
  clock_path_buffers: 2
  htreeDepth: 3
  clk_latency_ns: 0.41
layout:
  drive_gt1_share_pct: 4.06
  final_cell_mix: "inv_1, ha_1, nand2_1"
  fin_area_sq_um: 39300
  layout_top_cell: "inv_1"
  syn_to_final_growth_pct: 6.13
min_path:
  min_path_type: "register to register"
  hold_path.startpoint: "accumulator[31]"
sta:
  worst_pin_slew_ns: 1.03
  tns_ns: 0
  fin_crit_ns: 26.71
  finalWorstSetupSlack_ns: 35.79
  slew_viol_final: 0
  whs_ns: 0.594
  timing.fmax_mhz: 37.4
  setup_viol: 0
  period_used_pct: 42.7
  hold_viol_final: 0
  slew_headroom_pct: 31.5
  rsz0062_at_grt: "no"
  fin_skew_ns: 0.0252
setup_path:
  criticalPathCategory: "register to register"
  regToRegSetupSlack_ns: 35.79
  cp_common_cell: "fa_1"
  cp.arrival_ns: 27.03
  crit_path_start_kind: "register"
  ff2ff_path_depth: 97
  worst_ep_required_time_ns: 62.82
  crit_start: "In2_reg[0]"
  reg2reg_from: "In2_reg[0]"
  cp_num_cells: 97
  cpLargestDelayFamily: "adder cells"
  max_stage_delay_ns: 0.85
  worstSetupEndpoint: "accumulator[12]"
  end_kind: "register"
  cp_num_buf_inv: 7
  rr_endpoint: "accumulator[12]"
  cp_slowest_cell: "a211o_1"
  cp_max_fo: 36
global_route:
  grt_max_degree: 69
  grt.total_usage_pct: 32.4
  grt_pass1_vias: 31100
  antenna_found_initial: 0
  grt_pass1_wl_um: 179000
  grt-ovfl-total: 0
routing:
  vias: 31300
  routed_wl_um: 112000
  antenna-diode-count: 0
  vias_per_cell: 5.63
  drt-initial-drc-count: 1847
  drc_errors: 0
  wl_per_cell_um: 20.2
  firstDrtPassIters: 27
  ant_nets: 0
job:
  max-cap-violations: 0
  tool_warnings: 93
outcome:
  status: "complete, no violations"
-- synthesized netlist by cell type, drive strengths merged, types with 23 or more instances --
library cell | n | area share, %
inv | 803 | 8.1
a21o | 162 | 3.3
a211oi | 31 | 0.68
dfxtp | 96 | 5.2
o22ai | 31 | 0.56
nand2 | 492 | 5.0
fa | 404 | 22
a31oi | 37 | 0.63
nor3 | 76 | 1.1
nor2b | 34 | 0.58
ha | 633 | 21
nand2b | 29 | 0.49
mux2i | 58 | 1.6
o21ai | 127 | 1.7
buf | 37 | 0.53
nor2 | 214 | 2.2
o31ai | 23 | 0.47
and2 | 240 | 4.1
o21a | 43 | 0.87
a21oi | 225 | 3.1
clkbuf | 152 | 1.5
o21bai | 36 | 0.73
nand3 | 75 | 1.0
xor2 | 44 | 1.1
nand4 | 48 | 0.81
nor4 | 23 | 0.41
xnor2 | 122 | 2.9
o211ai | 36 | 0.74
-- layer usage --
metal  wire, um  vias to the layer above  track usage, %
met3       7570                      170            6.09
met4       4130                        0            9.42
met5          0                        -               0
met1      48400                    14800            45.9
li1           -                    15400               -
met2      52400                      917            51.9
-- through the flow --
| stage | std cells | utilization [%] |
|---|---|---|
| floorplan | 4609 | - |
| global placement | 5548 | 53.3 |
| detailed placement | 5548 | 53.3 |
| CTS | 5564 | 53.7 |
| global route | 5564 | 53.7 |
| finish | 5564 | 53.7 |
-- worst min-delay path: stages (launching register included) --
cell and delay [ns]:
dfxtp_1 0.38, nor2_1 0.12, nor3_1 0.05
-- area by class of cell --
type	instances	area, sq um
fill	6986	33800
multi-input combinational	3516	31300
inverter	808	3030
sequential	96	1920
timing repair buffer	169	1510
tap	959	1200
clock buffer	9	225
clock inverter	7	73.8
-- worst min path at each step --
stage	cells past startpoint	end
4_1_cts	2	accumulator[31]
5_1_grt	2	accumulator[31]
6_report	2	accumulator[31]
-- cells by family after synthesis --
| kind of cell | share of synthesized area (%) |
|---|---|
| AND/OR/NAND/NOR | 17.1 |
| adder cells (fa/ha/maj) | 43.3 |
| buffers and inverters | 10.3 |
| AND-OR/OR-AND | 16.6 |
| XOR/XNOR | 4.05 |
| multiplexers | 3.46 |
| flip-flops | 5.20 |
